File: run.sh
#!/bin/bash
# OpenROAD 26Q1-2900-gdf79404cd8, Yosys 0.63+post, stock flow scripts
make -C /OpenROAD-flow-scripts/flow DESIGN_CONFIG=/design/flow/config.mk WORK_HOME=/design/flow/orfs finish
File: config.mk
export PLATFORM = sky130hd
export DESIGN_NAME = ROM
export DESIGN_NICKNAME = ROM
export VERILOG_FILES = /design/flow/design.v
export SDC_FILE = /design/flow/constraint.sdc
export NUM_CORES = 4
export LEC_CHECK = 1
export CORE_AREA = 10 10 70 70
export DIE_AREA = 0 0 80 80
export SYNTH_MEMORY_MAX_BITS = 65536
File: constraint.sdc
current_design ROM

set clk_period 1.7
set clk_io_pct 0.2

create_clock -name clk0 -period $clk_period

set non_clock_inputs [all_inputs -no_clocks]
set_input_delay [expr $clk_period * $clk_io_pct] -clock clk0 $non_clock_inputs
set_output_delay [expr $clk_period * $clk_io_pct] -clock clk0 [all_outputs]
File: design.v
module ROM (
    input  [ 9:0] ADDRESS,
    output [31:0] DATA
);
  reg [31:0] memory[1023:0];   
  assign DATA = memory[ADDRESS];
  initial begin
    memory[0]  = 32'h00000013;   
    memory[1]  = 32'h00100093;   
    memory[2]  = 32'h00100313;   
    memory[3]  = 32'h00400613;   
    memory[4]  = 32'h0060A023;   
    memory[5]  = 32'h0000A303;   
    memory[6]  = 32'h00130313;   
    memory[7]  = 32'h0060A023;   
    memory[8]  = 32'hFEC34AE3;   
    memory[9]  = 32'h03700413;   
    memory[10] = 32'h00800433;   
    memory[11] = 32'h00140413;   
    memory[12] = 32'h00000013;   
  end
endmodule
==> flow_metrics.tcl <==
# collected from the flow reports
set metrics [dict create \
    synthesis_to_layout_area_growth_pct 104 \
    number_of_openroad_warnings 44 \
    yosys_warnings 1 \
    placed_cells_incl_taps 131 \
    post_cts_hold_buffers 0 \
    die_area_mm2 0.00640 \
    cp_cell_sequence "buf_4 > nor2b_4 > buf_6 > and2_2 > clkdlybuf4s50_1" \
    postRouteWirelength_mm 1.51 \
    drive_gt1_share_pct 50.5 \
    first_global_vias 454 \
    commonest_non_fill_non_tap_cells_in_the_layout "buf_4 (17), dlygate4sd2_1 (13), buf_6 (9)" \
    drt-vias-per-instance 3.35 \
    place.port_buffers 30 \
    num_vias 473 \
    power.share.combinational_pct 100.0 \
    setup.worst_path.start "ADDRESS[2]" \
    maximum_number_of_pins_on_one_net_before_global_route_repair 8 \
    setup.worst_path.class "input port to output pin" \
    ys_cells 56 \
    yosys-top-cells-area "buf_4 (29%), ha_1 (17%), mux2i_1 (13%)" \
    core_ar_mm2 0.00342 \
    timing.critical_path.slowest_cell_delay_ns 0.45 \
    top_area_cell "buf_4" \
    synth.comb.largest_family "buffers and inverters" \
    avgRoutedWirePerCell_um 10.7 \
    max_cap_violations 0 \
    drv_slew 0 \
    flop_area_um2 0 \
    synth_adder_area_share_pct 16.8 \
    run_status "completed" \
    cp_data_arrival_time_ns 1.33 \
    post-route-min-period_ns 1.67 \
    yosys.cell_types.count 19 \
    core_util_floorplan_pct 13.1 \
    num-fill-cells 357 \
    min_period_over_period_pct 98.2 \
    diodes 0 \
    hold_ws_ns 1.11 \
    first_iter_violations 30 \
    synth.area.mux_share_pct 13.4 \
    synth.avg_cell_area_um2 7.98 \
    final_hold_viol_count 0 \
    critPathLaunchType "input port" \
    antenna_violations_before_repair 0 \
    worstHoldPathType "input port to output pin" \
    post-dp-hpwl_mm 1.20 \
    gr-usage-all-layers_pct 4.09 \
    max_freq_ghz 0.599 \
    cp_data_required_time_ns 1.36 \
    global_route.overflow_total 0 \
    final.setup.worst_slack_ns 0.0302 \
    first_pass_iters 3 \
    power_frac_seq_pct 0 \
    mappedNetlistArea_um2 447 \
    power.leakage_nw 0.542 \
    power_density_mw_per_mm2 193 \
    fin_tns_setup_ns 0 \
    cp-end-kind "output pin" \
    layout.cells.most_common "buf_4" \
    finalPower_w 0.000177 \
    synth_compound_gate_area_share_pct 13.2 \
    yosys.area_share.xor_xnor_pct 0 \
    switching_power_w 0.0000643 \
    timing.hold.worst_path_depth 4 \
    critical_path.max_fanout 5 \
    area.combinational_um2 365 \
    seq_area_frac_synth_pct 0 \
    number_of_nets_still_failing_antenna_checks_after_routing 0 \
    design.seq.count 0 \
    setup_viol 0 \
    cell_int_power_w 0.000112 \
    drcViolationCount 0 \
    ys_chip_area_um2 447 \
    worstSetupEndpoint "DATA[25]" \
    gp_routability_congestion 0.735 \
    detailedPlace.worstSlack_ns -0.677 \
    die_height_um 80 \
    final-instance-count-excl-fill 141 \
    grt_pass1_wl_mm 2.25 \
    placementRows 21 \
    boundaryPins 42 \
    switching_share_pct 36.4 \
    irDropWorstVdd_v 0.0000420 \
    power.clock.fraction_pct 0 \
    critPathSlowestCell "clkdlybuf4s50_1" \
    synthCells 56 \
    die_width_um 80 \
    simple_gate_share_pct 21.3 \
    top_area_share_pct 28.6 \
    clock_buffer_count 0 \
]
## synth_stat cells, drive strengths merged
| cell | instances |
|---|---|
| o21a | 1 |
| ha | 6 |
| mux2i | 6 |
| nand2 | 2 |
| inv | 3 |
| and2b | 1 |
| a21o | 1 |
| buf | 18 |
| o21ai | 2 |
| o21bai | 2 |
| o22ai | 1 |
| conb | 2 |
| and2 | 4 |
| nor2b | 1 |
| nand2b | 1 |
| nor2 | 5 |
## layer usage
| layer | wire length [µm] | global-route usage [%] | vias up |
|---|---|---|---|
| met3 | 140 | 1.02 | 0 |
| met5 | 0 | 0 | - |
| met2 | 741 | 7.14 | 18 |
| li1 | - | - | 239 |
| met1 | 627 | 5.21 | 216 |
| met4 | 0 | 0 | 0 |
## cell families (layout without fill, tap and decap cells)
family          count (synthesis)  after routing
buf+inv                        21             56
compound gates                  7              7
simple gates                   14             14
other cells                     2              6
mux                             6              6
fa+ha+maj                       6              6
## final cells by class
class                           instances  share of cell area [%]
Tap cell                               46                    6.30
Inverter                                3                    1.78
Timing Repair Buffer                   53                    51.9
Multi-Input combinational cell         39                    40.0
## worst min-delay path by stage
stage	start	endpoint	slack (ns)
5_1_grt	ADDRESS[3]	DATA[8]	1.15
6_report	ADDRESS[3]	DATA[8]	1.11
4_1_cts	ADDRESS[3]	DATA[8]	1.17
## stage by stage
| stage | util [%] | cell area [µm²] |
|---|---|---|
| 4_1_cts | 25.2 | 860 |
| 6_report | 26.7 | 913 |
| 5_1_grt | 26.7 | 913 |
| 3_3_place_gp | 22.8 | 778 |
| 3_5_place_dp | 22.8 | 778 |
| 2_1_floorplan | - | 462 |
## power by group through the flow
| stage | Combinational [W] | Clock (W) | Sequential, W |
|---|---|---|---|
| CTS | 0.000168 | 0 | 0 |
| global route | 0.000194 | 0 | 0 |
| finish | 0.000177 | 0 | 0 |
## worst max-delay path, delay by kind of cell
kind | cells | cell delay, ns
simple gates | 2 | 0.29
buf+inv | 3 | 0.70
## timing repair
action                                  CTS  global route
gates resized                            63            13
buffers inserted                          8             3
pin swaps                                 9             4
endpoints found under the hold margin     0             0
endpoints found under the setup margin   26             8
Power is estimated from default activity; no workload was simulated.
